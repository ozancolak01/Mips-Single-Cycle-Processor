## config.mk

```make
export PLATFORM = sky130hd
export DESIGN_NAME = register16
export DESIGN_NICKNAME = register16
export VERILOG_FILES = /design/flow/design.v
export SDC_FILE = /design/flow/constraint.sdc
export NUM_CORES = 4
export LEC_CHECK = 1
export CORE_UTILIZATION = 30
export SYNTH_HDL_FRONTEND = slang
```

## constraint.sdc

```tcl
current_design register16

set clk_period 5.0
set clk_io_pct 0.2

create_clock -name clk0 -period $clk_period [get_ports {clk}]

set non_clock_inputs [all_inputs -no_clocks]
set_input_delay [expr $clk_period * $clk_io_pct] -clock clk0 $non_clock_inputs
set_output_delay [expr $clk_period * $clk_io_pct] -clock clk0 [all_outputs]
```

## design.v

```verilog
module register16(
	input [3:0] rsAddr,
	input [3:0] rtAddr,
	input [3:0] rwAddr,
	input [15:0] wData,
	input fastClk,
	input clk,
	input wEn,
	output reg [15:0] rs,
	output reg [15:0] rt
);
reg [15:0] data [15:0];
always @(*) 
		begin
			rs <= data[rsAddr];
			rt <= data[rtAddr];
		end
always @(posedge clk)
	begin
		if (wEn)
			begin
				data[rwAddr] <= wData;
			end
	end
endmodule
```

## run.sh

```bash
#!/bin/bash
# OpenROAD 26Q1-2900-gdf79404cd8, Yosys 0.63+post, stock flow scripts
make -C /OpenROAD-flow-scripts/flow DESIGN_CONFIG=/design/flow/config.mk WORK_HOME=/design/flow/orfs finish
```

==> impl_metrics.env <==
# implementation run metrics
export IMPL_h_tree_depth=1
export IMPL_die_w_microns=199.7
export IMPL_cts_buffers=26
export IMPL_overflow=0
export IMPL_cp_data_arrival_time_ns=3.05
export IMPL_hp_class="primary input to register"
export IMPL_top_cell_area_share_pct=65.54
export IMPL_largest_reg_flops=256
export IMPL_synth_area_sq_um=11730
export IMPL_critPathCaptureType="output port"
export IMPL_grt_max_degree=65
export IMPL_grt_pass1_wl_microns=41690
export IMPL_firstDrtPassIters=7
export IMPL_drcViolationCount=0
export IMPL_synth_stat_cells=553
export IMPL_rsz0062_at_grt="no"
export IMPL_crit_required_ns=4.00
export IMPL_ys_async_sr_fraction_pct=0
export IMPL_layout_min_cycle_time_ns=4.054
export IMPL_critPathBufInv=3
export IMPL_p_per_area_nw_per_um2=338.2
export IMPL_status="finished clean"
export IMPL_cts_resized=0
export IMPL_fmax_mhz=246.7
export IMPL_crit_family="buffers and inverters"
export IMPL_top_cell="edfxtp_1"
export IMPL_ant_nets=0
export IMPL_ff_type="edfxtp_1"
export IMPL_tns_ns=0
export IMPL_die_area_sq_um=39890
export IMPL_ios=63
export IMPL_ys_area_sq_um=11730
export IMPL_wl_microns=27990
export IMPL_drv_slew=0
export IMPL_edf_count=256
export IMPL_finalHoldViolCount=0
export IMPL_yosys_warnings=0
export IMPL_grt_pass1_vias=6944
export IMPL_max_stage_delay_ns=0.60
export IMPL_cts_hold_buf=0
export IMPL_fp_row_count=72
export IMPL_port_buffers=61
export IMPL_vias=6158
export IMPL_topCellsByArea="edfxtp_1 66%, mux4_2 20%, mux4_1 5.4%, a22oi_1 4.1%, nand2_1 1.1%"
export IMPL_dp_cells=1128
export IMPL_drv_cap=0
export IMPL_setup_viol=0
export IMPL_avgRoutedWirePerCell_microns=23.86
export IMPL_clkSlewWorstSetupHoldPaths_ns=0.06
export IMPL_cp_slowest_cell="mux4_1"
export IMPL_gp_congestion=0.7814
export IMPL_path_cells="buf_4 > buf_12 > mux4_1 > a22oi_1 > nand2_1 > clkdlybuf4s50_1"
export IMPL_syn_avg_cell_area_sq_um=21.21
export IMPL_tool_warnings=26
export IMPL_syn_inst=553
export IMPL_cts_max_path_buffers=3
export IMPL_antenna_found_initial=0
export IMPL_critPathKind="primary input to output port"
export IMPL_largest_registers="data (256)"
export IMPL_die_h_microns=199.7
export IMPL_yosysUniqueCellTypes=23
export IMPL_post_cts_buffers=0
export IMPL_min_period_over_period_pct=81.08
export IMPL_top_area_cell="edfxtp_1"
export IMPL_cts_sinks=256
export IMPL_cts_tree="yes"
export IMPL_instances_no_fill=1173
export IMPL_regMostFlops="data"
export IMPL_p_leak_nw=4.398
export IMPL_ys_ff=256
export IMPL_worstMarginPinSlew_ns=0.8340
export IMPL_crit_fanout=20
export IMPL_drtIter0Drc=341
export IMPL_final_layout_size_suffix_gt1_share_pct=31.30
export IMPL_dpl_hpwl_microns=16600
export IMPL_num_antenna_cells=0
export IMPL_grt_use_total_pct=15.69
export IMPL_viasPerCell=5.250
export IMPL_yosys_top_cells_count="256 x edfxtp_1, 102 x mux4_2, 64 x a22oi_1"
export IMPL_start_kind="primary input"
export IMPL_synth_seq_share_pct=65.54
export IMPL_relSlewSlack_pct=44.40
export IMPL_peakVddDrop_uv=247.7
export IMPL_coreArea_sq_um=38650
export IMPL_root_buffer="clkbuf_16"
export IMPL_floorplan_core_util_pct=30.35
export IMPL_syn_to_final_growth_pct=18.49
## routing by layer
layer	vias to the layer above	GRT usage [%]	wire [microns]
li1	2624	-	-
met1	3073	18.29	9779
met2	418	23.21	12860
met3	43	12.59	4790
met4	0	2.714	564
met5	-	0.8642	0
## final timing paths
check                  from  slack (ns)  cells past startpoint               endpoint
setup / recovery  rsAddr[0]        0.95                      6                  rs[8]
hold / removal    wData[12]        1.38                      1  data[9][12]$_DFFE_PP_
## stage by stage
| step | hold slack (ns) | total power, W | worst slack [ns] | util, % | area [sq um] |
|---|---|---|---|---|---|
| final | 1.381 | 0.004699 | 0.9461 | 35.96 | 13900 |
| after global routing | 1.437 | 0.004851 | 0.8026 | 35.96 | 13900 |
| after CTS | 1.386 | 0.004746 | 0.8910 | 35.96 | 13900 |
| after detailed placement | 1.940 | 0.002902 | 0.9214 | 33.87 | 13090 |
| after global placement | 1.916 | 0.002897 | 0.8968 | 33.87 | 13090 |
| after floorplan | 1.099 | 0.002699 | 1.938 | - | 11730 |
## area by class of cell
| type | count | area, sq um |
|---|---|---|
| Clock buffer | 32 | 694.4 |
| Timing Repair Buffer | 99 | 955.9 |
| Sequential cell | 256 | 7687 |
| Multi-Input combinational cell | 255 | 3799 |
| Clock inverter | 13 | 112.6 |
| Tap cell | 518 | 648.1 |
| Fill cell | 3480 | 24750 |
## cell families after synthesis
group                  count (synthesis)  share of synthesized area (%)
multiplexers                         128                          25.39
AND/OR/NAND/NOR                       63                          2.347
AND-OR/OR-AND                         64                          4.096
flip-flops                           256                          65.54
buffers and inverters                 42                          2.624
## where the power goes
| group | switching (W) | internal [W] | total, W |
|---|---|---|---|
| Clock | 0.000770 | 0.00108 | 0.00185 |
| Combinational | 0.000203 | 0.000224 | 0.000426 |
| Sequential | 0.0000156 | 0.00241 | 0.00242 |
| Total | 0.000988 | 0.00371 | 0.00470 |
## cell usage in the layout (no fill, tap or decap)
| master | count |
|---|---|
| mux4_4 | 2 |
| edfxtp_1 | 256 |
| clkinv_2 | 6 |
| nand3b_1 | 2 |
| nor2b_2 | 4 |
| clkdlybuf4s50_1 | 57 |
| nor3_2 | 4 |
| clkbuf_16 | 27 |
| clkinv_1 | 4 |
| nand2b_1 | 2 |
| clkinvlp_4 | 1 |
| nor2_2 | 14 |
| buf_2 | 2 |
| and2_1 | 2 |
| mux4_1 | 24 |
| a22oi_1 | 64 |
| buf_12 | 6 |
| nand2_1 | 33 |
| buf_4 | 34 |
| mux4_2 | 102 |
| nand3_1 | 1 |
| bufinv_16 | 2 |
| or3b_2 | 1 |
| clkbuf_1 | 5 |
Power figures rest on the tool's default switching activity, not on a simulated workload.
